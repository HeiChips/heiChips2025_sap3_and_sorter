### config.mk
export PLATFORM = sky130hd
export DESIGN_NAME = alu
export DESIGN_NICKNAME = alu
export VERILOG_FILES = /design/flow/design.v
export SDC_FILE = /design/flow/constraint.sdc
export NUM_CORES = 4
export LEC_CHECK = 1
export CORE_UTILIZATION = 30
### constraint.sdc
current_design alu

set clk_period 3.6
set clk_io_pct 0.2

create_clock -name clk0 -period $clk_period [get_ports {clk}]

set non_clock_inputs [all_inputs -no_clocks]
set_input_delay [expr $clk_period * $clk_io_pct] -clock clk0 $non_clock_inputs
set_output_delay [expr $clk_period * $clk_io_pct] -clock clk0 [all_outputs]
### design.v
module alu(
	input clk,
	input rst,
	input cs,
	input flags_we,
	input a_we,
	input a_store,
	input a_restore,
	input tmp_we,
	input[4:0] op,
	input[7:0] bus,
	output[7:0] flags,
	output[7:0] out
);
reg carry;
wire flg_c;
wire flg_z;
wire flg_p;
wire flg_s;
reg[7:0] acc;
reg[7:0] flg;
reg[7:0] act;     
reg[7:0] tmp;     
localparam FLG_Z = 0;
localparam FLG_C = 1;
localparam FLG_P = 2;
localparam FLG_S = 3;
localparam OP_ADD = 5'b00000;
localparam OP_ADC = 5'b00001;
localparam OP_SUB = 5'b00010;
localparam OP_SBB = 5'b00011;
localparam OP_ANA = 5'b00100;
localparam OP_XRA = 5'b00101;
localparam OP_ORA = 5'b00110;
localparam OP_CMP = 5'b00111;
localparam OP_RLC = 5'b01000;
localparam OP_RRC = 5'b01001;
localparam OP_RAL = 5'b01010;
localparam OP_RAR = 5'b01011;
localparam OP_CMA = 5'b01101;
localparam OP_STC = 5'b01110;
localparam OP_CMC = 5'b01111;
localparam OP_INR = 5'b10000;
localparam OP_DCR = 5'b10001;
assign flg_c = (carry == 1'b1);
assign flg_z = (acc[7:0] == 8'b0);
assign flg_s = acc[7];
assign flg_p = ~^acc[7:0];
always @(posedge clk, posedge rst) begin
	if (rst) begin
		acc <= 8'b0;
		act <= 8'b0;
		tmp <= 8'b0;
		carry <= 1'b0;
	end else begin
		if (a_we) begin
			acc <= bus;
		end else if (a_restore) begin
			acc <= act;
		end else if (cs) begin
			case (op)
				OP_ADD: begin
					{carry, acc} <= acc + tmp;
				end
				OP_ADC: begin
					{carry, acc} <= acc + tmp + flg[FLG_C];
				end
				OP_SUB:	begin
					{carry, acc} <= acc - tmp;
				end
				OP_SBB:	begin
					{carry, acc} <= acc - tmp - flg[FLG_C];
				end
				OP_ANA: begin
					{carry, acc} <= acc & tmp;
				end
				OP_XRA: begin
					{carry, acc} <= acc ^ tmp;
				end
				OP_ORA: begin
					{carry, acc} <= acc | tmp;
				end
				OP_CMP: begin
					act <= acc - tmp;
				end
				OP_RLC: begin
					carry <= acc[7];
					acc <= acc << 1;
				end
				OP_RRC: begin
					carry <= acc[0];
					acc <= acc >> 1;
				end
				OP_RAL: begin
					carry <= acc[7];
					acc <= (acc << 1 | {7'b0, flg[FLG_C]});
				end
				OP_RAR: begin
					carry <= acc[0];
					acc <= (acc >> 1 | {flg[FLG_C], 7'b0});
				end
				OP_CMA: begin
					acc <= ~acc;
				end
				OP_STC: begin
					carry <= 1'b1;
				end
				OP_CMC: begin
					carry <= ~flg[FLG_C];
				end
				OP_INR: begin
					acc <= acc + 1;
				end
				OP_DCR: begin
					acc <= acc - 1;
				end
			endcase
		end
		if (a_store)
			act <= acc;
		if (tmp_we)
			tmp <= bus;
	end
end
always @(negedge clk, posedge rst) begin
	if (rst) begin
		flg <= 8'b0;
	end else if (flags_we) begin
		flg <= bus;
	end else begin
		if (cs) begin
			case (op)
				OP_ADD, OP_ADC, OP_SUB, OP_SBB, OP_ANA, OP_XRA, OP_ORA: begin
					flg[FLG_C] <= flg_c;
					flg[FLG_Z] <= flg_z;
					flg[FLG_S] <= flg_s;
					flg[FLG_P] <= flg_p;
				end
				OP_CMP: begin
					flg[FLG_Z] <= (act == 8'b0);
				end
				OP_INR, OP_DCR: begin
					flg[FLG_Z] <= flg_z;
					flg[FLG_S] <= flg_s;
					flg[FLG_P] <= flg_p;
				end
				OP_RLC, OP_RRC, OP_RAL, OP_RAR, OP_STC, OP_CMC: begin
					flg[FLG_C] <= flg_c;
				end
			endcase
		end
	end
end
assign flags = flg;
assign out = acc;
endmodule
### run.sh
#!/bin/bash
# OpenROAD 26Q1-2900-gdf79404cd8, Yosys 0.63+post, stock flow scripts
make -C /OpenROAD-flow-scripts/flow DESIGN_CONFIG=/design/flow/config.mk WORK_HOME=/design/flow/orfs finish
==> results.py <==
# Auto-generated metrics
metrics = {
    "routing": {
        "drt_first_pass_iters": 5,
        "antenna_cells": 0,
        "drc": 0,
        "viasPerCell": 5.56,
        "drt_wirelength_um": 15200,
        "number_of_drc_violations_after_detailed_routing_iteration_0": 297,
        "final_routed_wire_length_divided_by_cell_count_um": 20.0,
        "via_count": 4222,
        "detail-route-antenna-nets": 0,
    },
    "job": {
        "cap_viol_max_count": 0,
        "stage_log_warnings": 44,
    },
    "sta": {
        "worst_pin_slew_ns": 0.869,
        "postLayoutSetupSlackWorst_ns": -0.225,
        "timing_hold_violations_final": 0,
        "finalSetupViolCount": 8,
        "fin_skew_ns": 0.0238,
        "max_slew_margin": 0.419,
        "timing_max_transition_violations_final": 0,
        "grt_setup_unrepaired": "true",
        "whs_ns": 0.454,
    },
    "yosys": {
        "synth.yosys.num_cells": 509,
        "synth_async_sr_flop_share": 1.00,
        "yosys_register_bits": 33,
        "yosys.stat.chipArea_um2": 3990,
        "synth_area_per_cell_um2": 7.85,
        "postSynthCellCount": 509,
        "synth-main-ff-cell": "sky130_fd_sc_hd__dfrtp_1",
        "top_area_frac": 0.157,
        "most_area_consuming_cells_after_synthesis": "sky130_fd_sc_hd__dfrtp_1 (16%), sky130_fd_sc_hd__ha_1 (10%), sky130_fd_sc_hd__nand2_1 (5.1%)",
        "yosysTopAreaCell": "sky130_fd_sc_hd__dfrtp_1",
        "synth_seq_share": 0.207,
        "synth.distinct_cells": 87,
        "yosysWarnings": 1,
        "cell_area_after_synthesis_um2": 3990,
        "number_of_flops_mapped_to_enable_cells_by_yosys": 0,
    },
    "place": {
        "hpwl_um": 12000,
        "gp_routability_congestion": 0.949,
        "buffer_ports.inserted": 36,
        "placed_area_um2": 4890,
    },
    "worst_setup_path": {
        "worst_path_dominant_cell_family": "flip-flops",
        "arrival_ns": 4.02,
        "timing.setup.critical_path_class": "reg -> reg",
        "worst_ep_required_time_ns": 3.79,
        "critical_path.slowest_cell": "sky130_fd_sc_hd__dfrtn_1",
        "critPathMostFrequentCell": "sky130_fd_sc_hd__ha_4",
        "crit_chain": "ha_4 > ha_4 > nand2_4 > or4_4 > buf_4 > a21o_2 > a31oi_4",
        "critPathMaxStageDelay_ns": 0.53,
        "r2r_start": "flg[1]",
        "startpoint_of_the_most_critical_setup_path": "flg[1]",
        "worstSetupStartpointType": "flip-flop",
        "cp-end-kind": "flip-flop",
        "cp.buffers_inverters": 1,
        "critical_path_fanouts_max": 4,
    },
    "power": {
        "power.density_nw_per_um2": 416,
        "peak_supply_drop_mv": 0.224,
        "power_leakage_nw": 2.21,
    },
    "cts": {
        "clock_latency_at_the_later_pin_of_the_worst_skew_pair_ns": 0.30,
        "cts.hold.buffers_added": 0,
        "cts-buffers-inserted": 5,
        "cts.htree.levels": 2,
        "cts.sink_count": 33,
        "path_clk_slew_ns": 0.05,
        "ctsRootBufferMaster": "sky130_fd_sc_hd__clkbuf_16",
        "tritoncts": "done",
        "cts_max_path_buffers": 2,
    },
    "die": {
        "coreArea_um2": 12800,
        "fp_density": 0.311,
        "die_x_um": 117,
        "row_count": 41,
        "die_h_um": 117,
        "io_pins": 37,
        "chip_area_um2": 13800,
    },
    "layout": {
        "layout_top_cells": "sky130_fd_sc_hd__buf_4 (65), sky130_fd_sc_hd__nand2_1 (51), sky130_fd_sc_hd__o21ai_0 (39), sky130_fd_sc_hd__nor2_1 (34), sky130_fd_sc_hd__ha_1 (29)",
        "areaGrowthSynthToFinish_pct": 31.5,
        "top_cell_excl_fill_tap": "sky130_fd_sc_hd__buf_4",
        "final-seq-area_um2": 826,
        "area.combinational_um2": 3090,
        "post-route-cell-area_um2": 5250,
        "final_layout_fill_cell_count": 1319,
        "fraction_of_layout_cells_with_a_size_suffix_above_1": 0.240,
    },
    "grt": {
        "grt_start_max_net_pins": 26,
        "via_count_of_the_first_global_routing_pass": 4108,
        "gr-total-overflow": 0,
        "initial_antenna_violation_count": 0,
        "grt_first_pass_wirelength_um": 24000,
        "grt_use_total": 0.229,
    },
    "status": {
        "violations": "setup timing",
        "outcome": "complete, but fails checks",
    },
    "min_path": {
        "worstHoldPathType": "reg -> reg",
        "hold_start": "flg[6]",
    },
}
==> synth_stat cells, types with 4 or more instances <==
| cell type | n |
|---|---|
| sky130_fd_sc_hd__inv_1 | 25 |
| sky130_fd_sc_hd__xnor2_1 | 19 |
| sky130_fd_sc_hd__buf_1 | 4 |
| sky130_fd_sc_hd__o31ai_1 | 4 |
| sky130_fd_sc_hd__a31oi_1 | 8 |
| sky130_fd_sc_hd__or3_1 | 6 |
| sky130_fd_sc_hd__nor2_1 | 35 |
| sky130_fd_sc_hd__o221ai_1 | 5 |
| sky130_fd_sc_hd__nand3_1 | 13 |
| sky130_fd_sc_hd__nor4_1 | 6 |
| sky130_fd_sc_hd__o21ai_0 | 40 |
| sky130_fd_sc_hd__nor3_1 | 12 |
| sky130_fd_sc_hd__mux2_2 | 6 |
| sky130_fd_sc_hd__o22ai_1 | 12 |
| sky130_fd_sc_hd__nand2b_1 | 6 |
| sky130_fd_sc_hd__clkbuf_1 | 15 |
| sky130_fd_sc_hd__dfrtn_1 | 8 |
| sky130_fd_sc_hd__buf_2 | 7 |
| sky130_fd_sc_hd__nand2_1 | 54 |
| sky130_fd_sc_hd__a211oi_1 | 6 |
| sky130_fd_sc_hd__o211ai_1 | 6 |
| sky130_fd_sc_hd__dfrtp_1 | 25 |
| sky130_fd_sc_hd__a21oi_1 | 29 |
| sky130_fd_sc_hd__nor2b_1 | 4 |
| sky130_fd_sc_hd__ha_1 | 33 |
| sky130_fd_sc_hd__o21a_1 | 4 |
| sky130_fd_sc_hd__nand4_1 | 7 |
| sky130_fd_sc_hd__and3_1 | 6 |
| sky130_fd_sc_hd__o21ai_1 | 4 |
| sky130_fd_sc_hd__xor2_1 | 10 |
| sky130_fd_sc_hd__mux2i_1 | 14 |
==> report_power, final <==
part / total (mW) / internal, mW / switching (mW)
clock: 0.455 / 0.293 / 0.162
sequential: 0.464 / 0.424 / 0.0406
combinational: 1.26 / 0.521 / 0.743
==> final timing paths <==
| path | cells past startpoint | endpoint | slack [ns] |
|---|---|---|---|
| setup / recovery | 7 | acc[6] | -0.22 |
| hold / removal | 1 | flg[6] | 0.45 |
| setup reg to reg | 7 | acc[6] | -0.22 |
| hold reg to reg | 1 | flg[6] | 0.45 |
| max in group asynchronous | 3 | flg[6] | 0.88 |
| min in group asynchronous | 3 | acc[0] | 0.85 |
==> cell type report <==
class | count | area share
clock inverter | 1 | 0.000953
multi-input combinational | 416 | 0.588
sequential | 33 | 0.157
clock buffer | 7 | 0.0291
timing repair buffer | 104 | 0.164
tap | 172 | 0.0410
inverter | 27 | 0.0193
==> what timing repair did <==
item,CTS,global route
buffers inserted,5,3
setup endpoints to repair,20,11
resized,34,16
pin swaps,15,14
==> stage by stage <==
step | util | TNS, ns | instances | worst slack [ns] | power [mW]
6_report | 0.409 | -1.25 | 760 | -0.225 | 2.18
4_1_cts | 0.403 | -1.41 | 757 | -0.220 | 2.14
3_5_place_dp | 0.382 | -3.59 | 744 | -0.577 | 1.65
2_1_floorplan | - | -0.157 | 509 | -0.129 | 1.22
3_3_place_gp | 0.382 | -3.69 | 744 | -0.557 | 1.65
5_1_grt | 0.409 | -1.91 | 760 | -0.296 | 2.31
==> worst register-to-register path: cells and delay by family (launching register included) <==
family          cells  cell delay [ns]
compound gates      2             0.36
flops               1             0.53
fa+ha+maj           2             0.35
buf+inv             1             0.16
simple gates        2             0.51
==> registers in the layout, indices dropped and copies added, names as in the netlist <==
| signal | count |
|---|---|
| flg | 8 |
| tmp | 8 |
| act | 8 |
| carry | 1 |
| acc | 8 |
==> kinds of logic (layout without fill, tap and decap cells) <==
group / Yosys count / count (layout) / share of synthesized area
AND/OR/NAND/NOR: 176 / 176 / 0.233
flip-flops: 33 / 33 / 0.207
adder cells (fa/ha/maj): 35 / 35 / 0.113
AND-OR/OR-AND: 154 / 154 / 0.258
XOR/XNOR: 30 / 30 / 0.0677
multiplexers: 21 / 21 / 0.0548
buffers and inverters: 60 / 139 / 0.0664
==> routing by layer <==
layer | global-route usage | vias up | share of wire | wire, um
li1 | - | 2018 | - | -
met1 | 0.346 | 1992 | 0.46 | 7040
met2 | 0.349 | 179 | 0.45 | 6780
met3 | 0.0337 | 33 | 0.063 | 962
met4 | 0.0503 | 0 | 0.027 | 418
met5 | 0 | - | 0 | 0
Power and IR drop assume default switching activity.
