--- config.mk ---
export PLATFORM = sky130hd
export DESIGN_NAME = reg_file
export DESIGN_NICKNAME = reg_file
export VERILOG_FILES = /design/flow/design.v
export SDC_FILE = /design/flow/constraint.sdc
export NUM_CORES = 4
export LEC_CHECK = 1
export CORE_UTILIZATION = 30
--- constraint.sdc ---
current_design reg_file

set clk_period 8.9
set clk_io_pct 0.2

create_clock -name clk0 -period $clk_period [get_ports {clk}]
create_clock -name clk1 -period $clk_period [get_ports {fast_clock}]

set non_clock_inputs [all_inputs -no_clocks]
set_input_delay [expr $clk_period * $clk_io_pct] -clock clk0 $non_clock_inputs
set_output_delay [expr $clk_period * $clk_io_pct] -clock clk0 [all_outputs]
--- design.v ---
module array_serializer #(
    parameter WIDTH = 8,
    parameter DEPTH = 12
) (
    input  logic                  clk,
    input  logic                  rst,
    input  logic [DEPTH*WIDTH-1:0] data_flat,
    output logic                  serial_out,         
    output logic                  start               
);
    typedef enum logic [1:0] {IDLE, START_PULSE, SEND_BITS} state_t;
    state_t state;
    logic [$clog2(WIDTH)-1:0] bit_pos;
    logic [WIDTH-1:0]         shadow_reg;
    logic [$clog2(DEPTH)-1:0] word_index;  
    logic [WIDTH-1:0] data [0:DEPTH-1];
    genvar i;
    generate
      for (i = 0; i < DEPTH; i = i + 1) begin
        assign data[i] = data_flat[i*WIDTH +: WIDTH];
      end
    endgenerate
    always_ff @(posedge clk or posedge rst) begin
        if (rst) begin
            state       <= IDLE;
            bit_pos     <= '0;
            shadow_reg  <= '0;
            serial_out  <= 1'b0;
            start       <= 1'b0;
            word_index  <= '0;
        end else begin
            case (state)
                IDLE: begin
                    shadow_reg <= data[word_index];
                    start      <= 1'b1;     
                    state      <= START_PULSE;
                end
                START_PULSE: begin
                    start      <= 1'b0;     
                    bit_pos    <= 0;        
                    serial_out <= shadow_reg[0];
                    state      <= SEND_BITS;
                end
                SEND_BITS: begin
                    if (bit_pos == WIDTH-1) begin
                        if (word_index == DEPTH-1)
                            word_index <= 0;
                        else
                            word_index <= word_index + 1;
                        state <= IDLE;  
                    end else begin
                        bit_pos    <= bit_pos + 1;
                        serial_out <= shadow_reg[bit_pos + 1];
                    end
                end
                default: begin
                    state <= IDLE;
                end
            endcase
        end
    end
endmodule
localparam int WORD_WIDTH = 8;
localparam int ARRAY_DEPTH = 12;
module reg_file(
	input clk,
	input fast_clock,
	input rst,
	input[4:0] rd_sel,
	input[4:0] wr_sel,
	input[1:0] ext,
	input we,
	input[15:0] data_in,
	output reg [15:0] data_out,
	output serial_out,
	output start
);
reg[WORD_WIDTH-1:0] data[0:ARRAY_DEPTH-1];
reg [ARRAY_DEPTH*WORD_WIDTH-1:0] data_flat;
always @* begin
  integer i;
  for (i = 0; i < ARRAY_DEPTH; i = i + 1) begin
    data_flat[i*WORD_WIDTH +: WORD_WIDTH] = data[i];
  end
end
wire wr_ext = wr_sel[4];
wire rd_ext = rd_sel[4];
wire[3:0] wr_dst = wr_sel[3:0];
wire[3:0] rd_src = rd_sel[3:0];
localparam EXT_INC  = 2'b01;
localparam EXT_DEC  = 2'b10;
localparam EXT_INC2 = 2'b11;
array_serializer #(
	.WIDTH(8),
	.DEPTH(12)
) array_serializer_inst (
	.clk(fast_clock),
	.rst(rst),
	.data_flat(data_flat),
	.serial_out(serial_out), 
	.start(start)
);
always @(posedge clk, posedge rst) begin
	if (rst) begin
		data[0] <= 8'b0; data[1] <= 8'b0; data[2] <= 8'b0; data[3] <= 8'b0; data[4] <= 8'b0;
		data[5] <= 8'b0; data[6] <= 8'b0; data[7] <= 8'b0; data[8] <= 8'b0; data[9] <= 8'b0;
		data[10] <= 8'b0; data[11] <= 8'b0;
	end else begin
		if (ext == EXT_INC) begin
			{data[wr_dst], data[wr_dst+1]} <= {data[wr_dst], data[wr_dst+1]} + 1;
		end else if (ext == EXT_INC2) begin
			{data[wr_dst], data[wr_dst+1]} <= {data[wr_dst], data[wr_dst+1]} + 2;
		end else if (ext == EXT_DEC) begin
			{data[wr_dst], data[wr_dst+1]} <= {data[wr_dst], data[wr_dst+1]} - 1;
		end else if (we) begin
			if (wr_ext) begin
				{data[wr_dst], data[wr_dst+1]} <= data_in;
			end else begin
				data[wr_dst] <= data_in[7:0];
			end
		end
	end
end
always @(*) begin
	if (rd_ext) begin
		data_out = {data[rd_src], data[rd_src+1]};
	end else begin
		data_out = {8'b0, data[rd_src]};
	end
end
endmodule
--- run.sh ---
#!/bin/bash
# OpenROAD 26Q1-2900-gdf79404cd8, Yosys 0.63+post, stock flow scripts
make -C /OpenROAD-flow-scripts/flow DESIGN_CONFIG=/design/flow/config.mk WORK_HOME=/design/flow/orfs finish
==> run notes <==
Implementation summary

The headroom to the max-slew limit is 32.4%. For this design the total switching power over the nets is ~0.0018 W. Per the Yosys statistics, synthesis produced 2074 cells. The final weighted congestion of routability-driven global placement is 1.08. Per the OpenROAD floorplan log, the area of the die is 50900 um2.

The final tally of max-slew violations is 0. The register-to-register setup slack is 3.65 ns. The detailed-route wire length is around 94000 um.

The critical path startpoint category is a primary input. The flow ran to the end, and the final reports show no timing, DRC or antenna violations. Sequential elements use a little under 20% of the synthesized area. The type of the tightest min-delay check is flip-flop to flip-flop. The yosys stat chip area is 15000 um2. The logs give a warning total of 36. The clock drives about 120 sinks. From bottom edge to top edge, the die measures about 230 um. The synthesized instance count is between 2000 and 2500. The power report attributes to the combinational group a share of a little under half. In this run, post-CTS repair resized a total of 0 instances.

The post-route cell area is 16600 um2. The post-placement cell area is around 16000 um2. The number of global-route vias before repair is 17263.

The startpoint of the most critical hold path is array_serializer_inst.start. The report gives the cell count of the worst hold path as 2. Synthesis inferred 116 register bits. Hold repair after CTS inserted 0 buffers. The flow reports that sequential cells draw 36.5% of the design power. STA classifies the critical path endpoint as a flip-flop. TritonCTS built the clock tree.

The maximum fanout along the worst path is 24. The share of total power consumed by net switching is 54.8%. Per the post-route antenna check, the number of violating nets is 0. The remaining global-route overflow is 0. The number of antenna violations at the first check in global routing came to 2. Per the synthesis report, the single largest cell type by area occupies 19.2% of cell area.

The launch instance of the worst register-to-register path is data[4][1]. The number of hold violations in the final report is 0. The total power divided by cell area is 195 nW/um2.

The placement report lists the number of port buffers as 48. The number of top-level pins is approximately 50. By startpoint and endpoint, the worst setup path is classified as primary input to flip-flop. The chip width is 226 um. In the final routed layout, each cell accounts on average for 34.6 um. The synthesized design spends more area on one cell type than any other, namely dfrtp_1. Entering global routing, the biggest net connects 63 pins. In the floorplan report the effective utilization is 30.5%.

The report lists the number of standard-cell rows as 81. The endpoint of the worst-slack reg-to-reg timing path is data[9][1]. Max-cap violations in this run came to 0. The post-CTS setup repair buffer count is 0. The worst-case clock skew is 0.0261 ns. The critical path arrival is 7.42 ns. The routed design shows a via density per instance of 6.97. Overall routing resource usage recorded by global route was 37.1%. The transition time of the tightest slew-check pin is slightly above 1 ns. The average cell area after synthesis is 7.24 um2. Yosys reported that registers with async set or reset make up 100%. By area the synthesized netlist is led by dfrtp_1 (19%), nand2_1 (5.7%), a21oi_1 (5.4%), mux2i_1 (5.4%), o21ai_0 (4.9%). In the final report, the number of endpoints failing setup comes to 0. The clock network burns 16.2% of the power. The number of cells on the worst reg-to-reg path is 14. Setup total negative slack on the finished layout was measured at 0 ns. The tally of yosys warning messages is 4. The count of flip-flops with a built-in enable after synthesis is 0. In this run the static leakage power is between 6 and 7 nW. The mapped cell area is roughly 15000 um2. Cell internal power was estimated by the tool at 0.00146 W. In this run the standard cell core region covers a little under 50000 um2. Hold analysis lists the worst path endpoint as array_serializer_inst.start. Yosys mapped the design onto 104 distinct sky130hd cell types. Per the power-grid run, VDD falls by no more than 0.000135 V. For this run, the leading register cell type out of synthesis is dfrtp_1.

The violation count after the first detailed-routing iteration is 3095. In the log, the iteration count for the first detailed-route pass is 9. Detailed placement ended at an HPWL of 66000 um. After detailed routing, the number of remaining DRC violations is 0. The via count of the routed design is 18834. The first global-routing pass estimated between 100000 and 150000 um of wire. The share of layout cells above drive strength 1 is 11.0%. The register clock-pin slew on the reported worst setup and hold paths is roughly 0.080 ns. According to the timing report, the data required time at the worst endpoint equals roughly 9.2 ns. The area growth from synthesis to layout is 10.7%. The register with the most flip-flops in the layout has between 90 and 100 of them.

Setup repair after global routing left no endpoint under its margin.
[stage by stage]
stage	hold slack [ns]	total power, W	cells	worst slack [ns]	util (%)
5_1_grt	0.534	0.00332	2697	1.60	33.8
4_1_cts	0.496	0.00313	2697	2.04	33.8
2_1_floorplan	0.423	0.00176	2074	3.23	-
3_5_place_dp	0.484	0.00260	2677	1.62	33.0
3_3_place_gp	0.480	0.00260	2677	1.64	33.0
6_report	0.493	0.00324	2701	1.79	33.8
[synth_stat cells, types with 8 or more instances]
library cell	instances
a211oi_1	53
a21oi_1	162
a221oi_1	27
a222oi_1	20
a22o_1	37
a22oi_1	82
a311oi_1	9
a31oi_1	46
a32oi_1	9
and2_1	8
and3_1	48
buf_1	11
buf_2	20
buf_6	8
clkbuf_1	173
dfrtp_1	115
ha_1	17
inv_1	40
mux2_2	28
mux2i_1	81
nand2_1	227
nand2b_1	17
nand3_1	61
nand4_1	26
nor2_1	152
nor2b_1	15
nor3_1	38
nor3b_1	12
nor4_1	11
o211ai_1	26
o21a_1	10
o21ai_0	147
o21ai_1	11
o221ai_1	43
o22ai_1	53
o31ai_1	12
o32a_1	15
or3_1	10
xnor2_1	32
xor2_1	13
[cell families after synthesis]
group / Yosys count / share of synthesized area, %
adder cells (fa/ha/maj): 17 / 1.42
buffers and inverters: 263 / 7.34
multiplexers: 112 / 7.90
XOR/XNOR: 48 / 3.03
AND/OR/NAND/NOR: 665 / 21.5
AND-OR/OR-AND: 853 / 39.5
flip-flops: 116 / 19.3
[per-layer routing]
metal	share of wire (%)	GRT usage, %	wire length, um	up-vias
li1	-	-	-	7915
met1	39	49.4	36400	8976
met2	40	51.2	37700	1578
met3	14	15.8	13300	361
met4	6.6	19.0	6170	4
met5	0.035	0	33	-
[cell type report]
type,count,area [um2]
antenna,4,10.0
clock buffer,13,314
clock inverter,7,62.6
fill,5133,32500
inverter,45,171
multi-input combinational,1695,11100
sequential,116,2900
tap,664,831
timing repair buffer,157,1280
[cell usage in the layout (no fill, tap or decap), types with 9 or more instances in the layout]
cell type,n
nand2_1,227
a32oi_1,9
o21ai_1,11
a311oi_1,9
xor2_1,13
clkbuf_16,12
a31oi_1,46
a222oi_1,20
o32a_1,15
clkdlybuf4s50_1,43
a221oi_1,27
inv_1,39
nor4_1,10
or3_1,10
mux2i_1,81
ha_1,17
a21oi_1,162
o31ai_1,12
a211oi_1,53
dfrtp_1,115
a22oi_1,82
o221ai_1,43
nor3_1,32
o211ai_1,26
a22o_1,37
nand2b_1,17
o21ai_0,147
nand4_1,26
mux2_2,28
xnor2_1,32
nor2_1,150
o22ai_1,53
nand3_1,61
nor2b_1,15
buf_4,110
o21a_1,10
nor3b_1,11
and3_1,48
[worst max-delay path, cell delays in order]
cell and delay, ns:
buf_2 0.28, nor2_1 0.85, buf_4 0.33, a221o_1 0.16, a222oi_1 0.22, a21o_1 0.34, inv_1 0.16, ha_1 0.23
inv_1 0.10, a311oi_1 0.22, nand4_1 0.67, or2_1 0.58, o21ai_0 0.25, xor2_1 0.81, a31oi_1 0.18, a211oi_1 0.23
[worst max-delay path by stage]
| stage | cells past startpoint | end | slack [ns] | start |
|---|---|---|---|---|
| 4_1_cts | 16 | data[9][1] | 2.04 | wr_sel[2] |
| 6_report | 16 | data[9][1] | 1.79 | wr_sel[1] |
| 5_1_grt | 16 | data[9][1] | 1.60 | wr_sel[2] |
[power groups by stage]
stage | clock network (W) | logic, W | registers (W)
6_report | 0.000526 | 0.00153 | 0.00118
5_1_grt | 0.000547 | 0.00161 | 0.00116
4_1_cts | 0.000531 | 0.00147 | 0.00112
Power figures rest on the tool's default switching activity, not on a simulated workload.
